$ cat /design/flow/constraint.sdc
current_design multiplier

set clk_period 71.1
set clk_io_pct 0.2

create_clock -name clk0 -period $clk_period

set non_clock_inputs [all_inputs -no_clocks]
set_input_delay [expr $clk_period * $clk_io_pct] -clock clk0 $non_clock_inputs
set_output_delay [expr $clk_period * $clk_io_pct] -clock clk0 [all_outputs]
$ cat /design/flow/design.v
`timescale 1ns / 1ps
module multiplier (
    input  logic [31:0] DIN1_i,
    input  logic [31:0] DIN2_i,
    output logic [63:0] DOUT_o
);
    logic [32:0] rca_in1 [0:31];
    logic [32:0] rca_in2 [0:31];
    logic [32:0] rca_out [0:31];
    logic        c_in    [0:31];
    logic        c_out   [0:31];
    logic [63:0] data_out;
    adder_RCA_33b adders[0:31](
        .C_i     ( c_in    ),
        .A_33b_i ( rca_in1 ),
        .B_33b_i ( rca_in2 ),
        .S_33b_o ( rca_out ),
        .C_o     ( c_out   )           
    );
    genvar i;
    generate
        for (i = 0; i < 31; i++) begin
            assign rca_in1[i] = (DIN2_i[i]) ? {DIN1_i[31], DIN1_i} : 33'b0;
            assign c_in[i] = 1'b0;
            assign rca_in2[i + 1] = {rca_out[i][32], rca_out[i][32:1]};
            assign data_out[i] = rca_out[i][0];
        end
    endgenerate
    assign rca_in2[0] = 33'b0;
    assign rca_in1[31] = (DIN2_i[31]) ? ~{DIN1_i[31], DIN1_i} : 33'b0;       
    assign c_in[31] = DIN2_i[31];                                            
    assign data_out[63:31] = rca_out[31];
    assign DOUT_o = data_out;
endmodule
`timescale 1ns / 1ps
module adder_RCA_33b(
        input  logic        C_i,
        input  logic [32:0] A_33b_i,
        input  logic [32:0] B_33b_i,
        output logic [32:0] S_33b_o,
        output logic        C_o
    );
    logic [32:0] carry_out;
    logic [32:0] carry_in;
    assign C_o = carry_out[32];
    assign carry_in = {carry_out[31:0], C_i};
    carry_adder adders[32:0] (
        carry_in, 
        A_33b_i, 
        B_33b_i, 
        S_33b_o, 
        carry_out
    );
endmodule
`timescale 1ns / 1ps
module carry_adder(
        input  logic C_i,
        input  logic A_i,
        input  logic B_i,
        output logic S_o,
        output logic C_o
    );
    logic and1;
    logic and2;
    logic xor1;
    logic xor2;
    assign and1 = A_i & B_i;
    assign xor1 = A_i ^ B_i;
    assign and2 = C_i & xor1;
    assign S_o  = C_i ^ xor1;
    assign C_o  = and1 | and2;
endmodule
$ cat /design/flow/run.sh
#!/bin/bash
# OpenROAD 26Q1-2900-gdf79404cd8, Yosys 0.63+post, stock flow scripts
make -C /OpenROAD-flow-scripts/flow DESIGN_CONFIG=/design/flow/config.mk WORK_HOME=/design/flow/orfs finish
$ cat /design/flow/config.mk
export PLATFORM = sky130hd
export DESIGN_NAME = multiplier
export DESIGN_NICKNAME = multiplier
export VERILOG_FILES = /design/flow/design.v
export SDC_FILE = /design/flow/constraint.sdc
export NUM_CORES = 4
export LEC_CHECK = 1
export CORE_UTILIZATION = 40
export SYNTH_HDL_FRONTEND = slang
==> flow_summary.yaml <==
# implementation run metrics
status:
  status: "complete, no violations"
global_route:
  grt_pass1_wl_um: 74500
  grt_usage: 0.127
  grt_remaining_overflow: 0
  grt_pass1_vias: 17430
  grt_start_max_net_pins: 48
  antenna_found_initial: 0
worst_setup_path:
  max_stage_delay_ns: 0.59
  crit_path_end_kind: "output port"
  path_class: "in -> out"
  crit_family: "adder cells"
  path_max_fanout: 6
  crit_buf_inv: 5
  cp.required_ns: 56.88
  cp_data_arrival_time_ns: 55.59
  cp-start-kind: "input pin"
  slowest_stage: "fa_2"
  cpMostUsedCell: "fa_2"
route:
  wl_um: 36500
  wire_per_inst_um: 11.1
  drt_iter0_drc: 187
  drc_errors: 0
  ant_nets: 0
  vias: 14801
  dr.pass1.iters: 4
  vias_per_cell: 4.52
die:
  die_area_sq_um: 71300
  rows: 96
  coreArea_sq_um: 69100
  io_pins: 128
  die_y_um: 267
  die_w_um: 267
  fp_util: 0.407
place:
  detailed_place_hpwl_um: 36700
  routabilityCongestion: 0.764
  portBuffers: 128
final_timing:
  setup_viol: 0
  finalClockPeriodUsage: 0.982
  slew_violations: 0
  tns_ns: 0
  post-route-min-period_ns: 69.81
  fin_hold_ws_ns: 29.46
  fmax_ghz: 0.0143
  max-slew-margin-rel: 0.453
  tightest_slew_ns: 0.818
  hold_viol_final: 0
yosys:
  adder_share: 0.709
  ys_sh_aoi: 0
  postSynthSeqShare: 0
  synth.area.mux_share: 0
  synthCells: 2411
  ys_sh_simple: 0.224
  ys_area_sq_um: 28100
  yosysCellCount: 2411
  synth.distinct_cells: 12
  syn_area_sq_um: 28100
  ys_warn_count: 0
  syn_area_per_cell_sq_um: 11.6
  logic_family: "adder cells"
  ys_sh_xor: 0
job:
  tool_warnings: 61
  max_cap_viol_count: 0
cells_and_area:
  drive_gt1_frac: 0.168
  regArea_sq_um: 0
  layout_top_cell: "and2_1"
  final_util: 0.440
  final_cell_mix: "and2_1, fa_1, fa_2"
  area_delta_synth_final_pct: 8.21
  fillers: 6225
  nClkBuffers: 0
  ff_count: 0
hold_path:
  hp-class: "in -> out"
  hold_end: "DOUT_o[1]"
  hold_depth: 4
  hp-start: "DIN1_i[1]"
## kinds of logic (layout without fill, tap and decap cells)
family                   after synthesis  in the layout
adder cells (fa/ha/maj)             1006           1006
AND/OR/NAND/NOR                     1039           1039
other                                  0              2
buffers and inverters                366            299
## synth_stat cells
cell type  count  area, sq um
nand2_1       83          312
nand2b_1      29          181
buf_2         82          410
and2b_1        1         7.51
fa_1         976        19500
clkbuf_2     107          536
inv_1        108          405
ha_1          30          375
and2_1       923         5770
or2b_1         3         22.5
buf_4         68          510
buf_6          1         11.3
## cell type report
cell class | count | area, sq um | area share
Multi-Input combinational cell | 2045 | 27000 | 0.889
Timing Repair Buffer | 191 | 1780 | 0.0587
Tap cell | 931 | 1160 | 0.0383
Inverter | 108 | 405 | 0.0133
Antenna cell | 2 | 5.00 | 0.000165
## per-layer routing
layer,vias up,track usage,share of wire
met5,-,0,0
met4,0,0,0
met3,0,0.0145,0.022
met2,98,0.226,0.54
met1,7942,0.190,0.44
li1,6761,-,-
## worst max-delay path by stage
stage                      from         end  depth (start not counted)
final                 DIN2_i[0]  DOUT_o[62]                         98
after CTS             DIN2_i[1]  DOUT_o[62]                         98
after global routing  DIN2_i[0]  DOUT_o[63]                        100
## tightest hold or removal path, delay by kind of cell
family                   cells  cell delay, ns
adder cells (fa/ha/maj)      1            0.14
buffers and inverters        2            0.69
AND/OR/NAND/NOR              1            0.18
## per-stage QoR
stage	cells	worst slack [ns]	area, sq um
after global placement	3273	-0.466	29500
final	3277	1.29	30400
after detailed placement	3273	-0.579	29500
after global routing	3275	-0.0370	30400
after floorplan	2411	1.31	28100
after CTS	3273	-0.0798	29600
## what timing repair did
action,4_1_cts,5_1_grt
hold buffers,0,0
setup buffers,0,1
cloned,0,1
endpoints found under the setup margin,3,5
gates resized,27,304
pin swaps,0,156
