## flow/design.v

```verilog
`timescale 1ns / 1ps
module multiplier_seq(
        input  logic        RSTN,
        input  logic        CLK,
        input  logic        EN_i,
        input  logic [31:0] DIN1_i,
        input  logic [31:0] DIN2_i,
        output logic        BUSY_o,
        output logic        VALID_o,
        output logic [63:0] DOUT_o
    );
    reg   [5:0] cntr;
    reg         busy;
    reg         valid;
    reg  [31:0] din1_reg;
    reg  [31:0] din1_mux;
    reg  [31:0] din2_sreg;
    reg  [63:0] calc_sreg;
    wire        c_in;
    wire        c_out;
    wire [32:0] rca_in1;
    wire [32:0] rca_in2;
    wire [32:0] rca_out;
    always @(posedge CLK or negedge RSTN) begin
        if (!RSTN) begin                             
            din1_reg  <= 32'b0;
            din2_sreg <= 32'b0;
            calc_sreg <= 64'b0;
        end else begin                               
            if (busy) begin
                din2_sreg <= {1'b0, din2_sreg[31:1]};        
                calc_sreg <= {rca_out, calc_sreg[31:1]};     
            end else if (EN_i) begin
                din1_reg  <= DIN1_i;
                din2_sreg <= DIN2_i;
                calc_sreg <= 64'b0;
            end
        end
    end
    always @(posedge CLK) begin
        if (!RSTN) begin                 
            busy  = 1'b0;
            valid = 1'b0;
        end else begin                   
            if (cntr[5]) begin               
                busy  = 1'b0;
                valid = 1'b1;
            end else if (EN_i) begin         
                busy  = 1'b1;
                valid = 1'b0;
            end
            if (cntr[5]) begin
                cntr = 0;
            end else if (EN_i || busy) begin
                cntr++;
            end
        end
    end
    adder_RCA_33b adder(
            .C_i( c_in ), 
            .A_33b_i( rca_in1 ), 
            .B_33b_i( rca_in2 ), 
            .S_33b_o( rca_out ), 
            .C_o( c_out ) 
        );
    assign c_in = cntr[5] & din2_sreg[0];                                    
    assign din1_mux = cntr[5] ? ~din1_reg : din1_reg;                        
    assign rca_in1  = din2_sreg[0] ? {din1_mux[31], din1_mux} : 33'b0;       
    assign rca_in2  = {calc_sreg[63], calc_sreg[63:32]};                     
    assign BUSY_o  = busy;
    assign VALID_o = valid;
    assign DOUT_o  = calc_sreg;
endmodule
`timescale 1ns / 1ps
module adder_RCA_33b(
        input  logic        C_i,
        input  logic [32:0] A_33b_i,
        input  logic [32:0] B_33b_i,
        output logic [32:0] S_33b_o,
        output logic        C_o
    );
    logic [32:0] carry_out;
    logic [32:0] carry_in;
    assign C_o = carry_out[32];
    assign carry_in = {carry_out[31:0], C_i};
    carry_adder adders[32:0] (
        carry_in, 
        A_33b_i, 
        B_33b_i, 
        S_33b_o, 
        carry_out
    );
endmodule
`timescale 1ns / 1ps
module carry_adder(
        input  logic C_i,
        input  logic A_i,
        input  logic B_i,
        output logic S_o,
        output logic C_o
    );
    logic and1;
    logic and2;
    logic xor1;
    logic xor2;
    assign and1 = A_i & B_i;
    assign xor1 = A_i ^ B_i;
    assign and2 = C_i & xor1;
    assign S_o  = C_i ^ xor1;
    assign C_o  = and1 | and2;
endmodule
```

## flow/config.mk

```make
export PLATFORM = sky130hd
export DESIGN_NAME = multiplier_seq
export DESIGN_NICKNAME = multiplier_seq
export VERILOG_FILES = /design/flow/design.v
export SDC_FILE = /design/flow/constraint.sdc
export NUM_CORES = 4
export LEC_CHECK = 1
export CORE_UTILIZATION = 50
export SYNTH_HDL_FRONTEND = slang
```

## flow/run.sh

```bash
#!/bin/bash
# OpenROAD 26Q1-2900-gdf79404cd8, Yosys 0.63+post, stock flow scripts
make -C /OpenROAD-flow-scripts/flow DESIGN_CONFIG=/design/flow/config.mk WORK_HOME=/design/flow/orfs finish
```

## flow/constraint.sdc

```tcl
current_design multiplier_seq

set clk_period 23.0
set clk_io_pct 0.2

create_clock -name clk0 -period $clk_period [get_ports {CLK}]

set non_clock_inputs [all_inputs -no_clocks]
set_input_delay [expr $clk_period * $clk_io_pct] -clock clk0 $non_clock_inputs
set_output_delay [expr $clk_period * $clk_io_pct] -clock clk0 [all_outputs]
```

==> summary.txt <==
impl run done, here's what came out: run status completed, clock-pin slew on the worst setup and hold paths 0.06 ns, number of antenna violations at the first check in global routing 1, Hold Buf Count CTS 0, Fin Hold WS 0.481 ns, cells after synthesis 643, YS warnings 0, Wirelength per Cell between 10 and 15 µm, maximum fanout along the worst path 21, Worst Reg-to-Reg Cells 36, maximum resistive drop on vdd 0.0000587 V, area added between synthesis and finish 22.8%, CP max-delay cell sky130_fd_sc_hd__dfrtp_1, area of the mapped netlist 7200 µm², Flops after synth 136, Hold Path Depth 2, slack of the worst reg-to-reg path 7.36 ns, startpoint of the most critical register-to-register path din2_sreg[0]$_DFFE_PN0N_, HPWL after detailed placement 8780 µm, remaining global-route overflow 0, number of flip-flops under the largest register name 64, total placed instance area about 8300 µm², Max Buffers Root-to-Sink 2, vias in the first global route 4513, Fmax ~64 MHz, required time of the critical path 23.27 ns, top-level I/O count around 130, number of distinct library cells after synthesis 32, number of search-and-repair iterations in the first detailed-routing pass 4, clk root buf sky130_fd_sc_hd__clkbuf_16, startpoint of the lowest-slack hold path din2_sreg[6]$_DFFE_PN0N_, number of standard cells in the layout, taps in and fillers out 921, post-route ant nets 0, final estimated routing congestion in global placement 0.801, FF+latch area 3430 µm², P_leak between 0.003 and 0.004 µW, detailed-route via count 4578, worst clock skew roughly 0.0055 ns, number of cell instances after yosys synthesis 643, setup repair after global routing missed its margin no, clock tree from TritonCTS yes, Post-route DRC 0, Initial DRC Count approximately 330, worst hold path class register to register, ratio of routed vias to standard cells 4.97, number of core rows between 40 and 50, transition time at the pin with the least slew margin 0.841 ns, maximum number of pins on one net before global-route repair between 80 and 90, Util after Layout between 60% and 70%, ratio of final minimum period to clock period between 60% and 70%, Clock Sink Count 136, endpoint of the most critical register-to-register path DOUT_o[62]$_DFFE_PN0N_, setup total negative slack 0 ns, Pins Over Slew Limit 0, Rel. slew slack 44.0%, # Max-Cap Violations 0, number of cells in the design after placement around 890, combinational cell area excluding buffers and inverters about 3100 µm², core area between 10000 and 15000 µm², terminating pin of the worst hold path din2_sreg[5]$_DFFE_PN0N_, CP startpoint kind register, count of instances resized after the clock tree is built 0, Buffers on Ports 132, fraction of final layout cells sized beyond drive strength 1 9.86%, setup violators final 0, sum of routed wire length over all layers 13500 µm, delay of the slowest cell on the worst path 0.62 ns, clock latency reported for the late side of the worst-skew pair between 0.4 and 0.5 ns, post-layout min period around 16 ns, Avg Inst Size Synth 11.2 µm², Inserted Clock Buffers 17, Chip Width 122 µm, number of fill cells 1110, chip area in the Yosys report approximately 7200 µm², ratio of total power to cell area 72.6 nW/µm², number of H-tree levels 4, die outline area 14900 µm², sequential cell area fraction in the yosys report 47.5%, global-route wire length before repair 22100 µm, Non-Filler Cell Area, Final 8840 µm², die boundary height between 100 and 150 µm, crit-path most repeated cell sky130_fd_sc_hd__fa_1, Final Hold Viols 0, data arrival time of the worst path between 15 and 20 ns, setup bufs post-CTS 0, critical path capture point type register, share of the core filled by cells before placement 51.5%, type of the worst setup path register to register, total routing resource utilization after global routing 19.9%, number of warning messages in the logs 26
[per-stage QoR]
stage / total power, µW / setup WS, ns
finish: 642 / 7.36
global route: 679 / 6.64
CTS: 651 / 7.20
detailed placement: 406 / 7.31
global placement: 405 / 7.33
floorplan: 368 / 7.80
[worst max-delay path: cells and delay by family (launching register included)]
family          cells  cell delay [ns]
compound gates      1             0.07
flops               1             0.62
simple gates        2             0.20
buf+inv             1             0.33
fa+ha+maj          32            14.29
[kinds of logic (layout without fill, tap and decap cells)]
| logic type | after synthesis | count (layout) | synth area share (%) |
|---|---|---|---|
| adders and majority gates | 33 | 33 | 9.07 |
| other | 0 | 1 | 0 |
| AOI/OAI and AO/OA | 96 | 96 | 8.04 |
| muxes | 67 | 67 | 11.5 |
| and+or+nand+nor | 166 | 166 | 11.0 |
| DFF | 136 | 136 | 47.5 |
| buffers and inverters | 112 | 209 | 8.88 |
| xor gates and xnor gates | 33 | 33 | 4.01 |
[synthesized netlist by cell type (all sizes together)]
cell type,count,share of area [%]
mux2i,33,4.6
edfxtp,6,2.5
o21ai,61,4.2
xor2,32,3.9
buf,62,6.3
nor2,6,0.35
dfxtp,2,0.56
inv,37,1.9
mux2,34,6.9
nor3b,1,0.10
and2,1,0.087
fa,32,8.9
nand2,94,4.9
o31ai,25,2.6
dfrtp,128,44
nor4b,1,0.12
nand3,1,0.069
ha,1,0.17
a22o,8,0.97
nand2b,56,4.9
o31a,1,0.12
xnor2,1,0.12
and3,1,0.087
nor2b,5,0.43
o21a,1,0.10
clkbuf,13,0.68
[placed cells by master (no fill, tap or decap), drive strengths merged, types with 32 or more instances in the layout]
cell           count
fa                32
mux2i             33
xor2              32
o21ai             61
dfrtp            128
inv               37
clkdlybuf4s50    130
nand2             94
mux2              34
nand2b            56
[layout make-up]
| type | instances | share of cell area (%) |
|---|---|---|
| sequential | 136 | 38.8 |
| multi-input combinational | 395 | 35.6 |
| timing repair buffer | 140 | 15.6 |
| clock buffer | 19 | 4.90 |
| tap | 180 | 2.55 |
| inverter | 37 | 1.57 |
| clock inverter | 13 | 0.991 |
| antenna | 1 | 0.0283 |
[how the worst max path moves through the flow]
| stage | startpoint | endpoint |
|---|---|---|
| after CTS | din2_sreg[0]$_DFFE_PN0N_ | DOUT_o[62]$_DFFE_PN0N_ |
| after global routing | din2_sreg[0]$_DFFE_PN0N_ | DOUT_o[62]$_DFFE_PN0N_ |
| final | din2_sreg[0]$_DFFE_PN0N_ | DOUT_o[62]$_DFFE_PN0N_ |
[where the power goes]
part	internal (µW)	switching, µW	leakage (µW)
clock	145	95.3	0.000260
sequential	266	18.5	0.00172
combinational	67.3	49.4	0.00172
[layer usage]
layer,GRT usage [%],up-vias,share of wire [%],routed length (µm)
met5,0,-,0,0
li1,-,2233,-,-
met1,31.8,2225,46,6250
met4,2.78,0,1.5,205
met2,29.2,104,46,6280
met3,6.01,16,6.0,809
No activity file was given, so power comes from the tool's default toggle rates.
